==> design.v <==
module mod_10_updown_counter(out,clk,rst,up_down);
input clk,rst,up_down;
output reg [3:0] out;
always@(posedge clk or posedge rst)
begin
        if (rst)
                out <= 4'd0;
        else
        begin
                if (up_down == 1)
                begin
                        if (out == 4'd9)
                                out <= 4'd0;
                        else
                                out <= out + 1;
                end
                else
                begin
                        if (out == 4'd0)
                                out <= 4'd9;
                        else
                                out <= out - 1;
                end
        end
end
endmodule
==> run.sh <==
#!/bin/bash
# OpenROAD 26Q1-2900-gdf79404cd8, Yosys 0.63+post, stock flow scripts
make -C /OpenROAD-flow-scripts/flow DESIGN_CONFIG=/design/flow/config.mk WORK_HOME=/design/flow/orfs finish
==> config.mk <==
export PLATFORM = sky130hd
export DESIGN_NAME = mod_10_updown_counter
export DESIGN_NICKNAME = mod_10_updown_counter
export VERILOG_FILES = /design/flow/design.v
export SDC_FILE = /design/flow/constraint.sdc
export NUM_CORES = 4
export LEC_CHECK = 1
export CORE_AREA = 10 10 70 70
export DIE_AREA = 0 0 80 80
==> constraint.sdc <==
current_design mod_10_updown_counter

set clk_period 1.5
set clk_io_pct 0.2

create_clock -name clk0 -period $clk_period [get_ports {clk}]

set non_clock_inputs [all_inputs -no_clocks]
set_input_delay [expr $clk_period * $clk_io_pct] -clock clk0 $non_clock_inputs
set_output_delay [expr $clk_period * $clk_io_pct] -clock clk0 [all_outputs]
==> impl_metrics.yaml <==
# implementation run metrics
status:
  status: "completed"
setup_path:
  start_kind: "register"
  r2r_cells: 3
  end_kind: "output port"
  cpMaxStageDelayCell: "clkdlybuf4s50_1"
  arrival_ns: 1.16
  max_stage_delay_ns: 0.49
  path_cells: "clkdlybuf4s50_1"
  cp.depth: 1
  crit_required_ns: 1.20
  cp_top_family: "buffers and inverters"
  path_buffers: 1
  path_class: "register to output port"
  crit_fanout: 9
place:
  routabilityCongestion: 0.6773
  dp_hpwl_um: 372.3
  pre_cts_slack_ns: -0.09184
  io_buffer_count: 6
yosys:
  ys_cells: 25
  syn_inst: 25
  yosys_area_um2: 242.7
  synth-seq-area-share: 0.4124
  synth_area_um2: 242.7
  compound_area_frac: 0.2062
  top_logic_kind: "AND-OR/OR-AND gates"
  synth_area_per_cell_um2: 9.709
  synth_adder_area_share: 0
  synthTopCellsByArea: "dfrtp_1 41%, o21ai_0 6.2%, a221o_2 4.6%, buf_6 4.6%, inv_1 4.6%"
  simple_gate_share: 0.1753
  top_cell_area_share: 0.4124
  synth_flops: 4
  ys_types: 17
  mux_share: 0.04124
  synth_warnings: 1
  xor_share: 0.07216
  yosysTopAreaCell: "dfrtp_1"
global_routing:
  grt_util_met2: 0.02247
  use_met3: 0.006818
  grt_util_met1: 0.01599
  first_global_vias: 196
  overflow: 0
  grt_max_degree: 10
  antenna_found_initial: 0
  grt.total_usage: 0.01460
  busiest_layer: "met2"
  grt_pass1_wl_um: 800
die:
  fp_util: 0.07106
  die_w_um: 80
  coreArea_mm2: 0.003416
  chipArea_mm2: 0.006400
  fp.dieH_um: 80
  row_count: 21
  pin_count: 7
final_timing:
  rsz0062_at_grt: "false"
  worst_clock_skew_ns: 0.004363
  layout_setup_ws_ns: 0.04292
  fmax_mhz: 686.3
  min_period_ns: 1.457
  max-slew-margin-rel: 0.8682
  final_hold_viol_count: 0
  setup-violations-final: 0
  slew_violations: 0
  fin_crit_sh: 0.9714
  worst_slew_pin_slew_ns: 0.1971
  timing.hold.ws_ns: 0.2509
drt:
  drt_wl_total_um: 494
  drt-pass1-iter-count: 2
  viasPerCell: 2.625
  wl_per_cell_um: 6.175
  drtAntennaViolNets: 0
  drc: 0
  via_count: 210
  n_antenna_cell: 0
  drt_iter0_markers: 1
pwr:
  cellLeakagePower_uw: 0.0001395
  power_density_mw_per_mm2: 1405
  ir_drop_v: 0.0002932
  power_uw: 539.6
clocking:
  numCtsBuffers: 3
  cts.sinks: 4
  htree_num_levels: 1
  ctsHoldBuffers: 0
  cts_max_path_buffers: 2
  insertion_delay_ns: 0.23
  clk_pin_slew_ns: 0.04
  cts_tree: "built"
  cts-root-buf: "clkbuf_4"
run:
  tool_warnings: 25
  cap_violations: 0
finish:
  largest-register: "out"
  drive_gt1_frac: 0.3235
  syn2layout_area_growth_pct: 58.25
  fillers: 401
  top_regs: "out (4)"
  largest_register_ffs: 4
worst_hold_path:
  hp-class: "primary input to async pin"
## through the flow
step	cell area (µm²)	instances	setup TNS, ns	util
2_1_floorplan	242.7	25	0	-
3_3_place_gp	356.6	77	-0.07396	0.1044
3_5_place_dp	356.6	77	-0.09184	0.1044
4_1_cts	382.9	80	0	0.1121
5_1_grt	384.1	80	0	0.1125
6_report	384.1	80	0	0.1125
## power breakdown
| group | internal [µW] | switching, µW |
|---|---|---|
| clock | 89.2 | 40.2 |
| combinational | 140 | 47.2 |
| sequential | 154 | 69.2 |
| total | 383 | 157 |
## layer usage
layer | vias to the layer above | share of wire
met5 | - | 0
met4 | 0 | 0.024
met3 | 2 | 0.10
met2 | 7 | 0.40
met1 | 93 | 0.46
li1 | 108 | -
## cell usage after synthesis, drive strengths merged
| cell type | instances |
|---|---|
| a21oi | 1 |
| a221o | 1 |
| a22o | 1 |
| and2 | 1 |
| and3 | 1 |
| buf | 1 |
| dfrtp | 4 |
| inv | 3 |
| mux2i | 1 |
| nand2 | 2 |
| nand4b | 1 |
| nor3 | 1 |
| o21ai | 3 |
| o31a | 1 |
| or4 | 1 |
| xnor2 | 1 |
| xor2 | 1 |
## cell families after synthesis
| kind of cell | count (synthesis) |
|---|---|
| AOI/OAI and AO/OA | 7 |
| and+or+nand+nor | 7 |
| DFF | 4 |
| buffers and inverters | 4 |
| xor gates and xnor gates | 2 |
| muxes | 1 |
## cells in the final DEF (no fill, tap or decap), drive strengths merged
master	synthesis	final
clkdlybuf4s50	0	6
dfrtp	4	4
o21ai	3	3
inv	3	3
clkbuf	0	3
nand2	2	2
and3	1	1
nor3	1	1
and2	1	1
o31a	1	1
xor2	1	1
xnor2	1	1
mux2i	1	1
a22o	1	1
nand4b	1	1
or4	1	1
a21oi	1	1
a221o	1	1
buf	1	1
## layout make-up
| class | instances | area, µm² | share of cell area |
|---|---|---|---|
| multi-input combinational | 17 | 120.1 | 0.3127 |
| sequential | 4 | 105.1 | 0.2736 |
| timing repair buffer | 7 | 67.56 | 0.1759 |
| tap | 46 | 57.56 | 0.1498 |
| clock buffer | 3 | 22.52 | 0.05863 |
| inverter | 3 | 11.26 | 0.02932 |
## worst paths after layout
check / startpoint / end / slack (ns)
worst max-delay path: out[0] / out[0] / 0.04
worst min-delay path: rst / out[2] / 0.25
worst max register to register: out[3] / out[3] / 0.20
worst min register to register: out[1] / out[1] / 0.56
max in group asynchronous: rst / out[1] / 1.09
min in group clk0: out[1] / out[1] / 0.56
## repair_timing
item | 4_1_cts | 5_1_grt
resized | 3 | 1
endpoints found under the setup margin | 3 | 1
setup buffers | 0 | 0
Power and IR drop assume default switching activity.
